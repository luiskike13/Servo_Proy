==> flow/design.v <==
`timescale 1ns / 1ps
module ik_compute(clk, rst, compute, ek, ik1, ik);
	input clk, rst, compute;          
	input signed [8:0] ek;            
	input signed [16:0] ik1;			 
	output reg [16:0] ik;            
localparam signed [4:0] KI = 5'd14;  
always @ (posedge clk) 
	if (rst)
		ik = 17'b0;
	else begin
		if (compute)
			ik = ((KI * ek) + ik1);     
		else
			ik = ik;                    
	end
endmodule
==> flow/run.sh <==
#!/bin/bash
# OpenROAD 26Q1-2900-gdf79404cd8, Yosys 0.63+post, stock flow scripts
make -C /OpenROAD-flow-scripts/flow DESIGN_CONFIG=/design/flow/config.mk WORK_HOME=/design/flow/orfs finish
==> flow/config.mk <==
export PLATFORM = sky130hd
export DESIGN_NAME = ik_compute
export DESIGN_NICKNAME = ik_compute
export VERILOG_FILES = /design/flow/design.v
export SDC_FILE = /design/flow/constraint.sdc
export NUM_CORES = 4
export LEC_CHECK = 1
export CORE_UTILIZATION = 30
==> flow/constraint.sdc <==
current_design ik_compute

set clk_period 10.0
set clk_io_pct 0.2

create_clock -name clk0 -period $clk_period [get_ports {clk}]

set non_clock_inputs [all_inputs -no_clocks]
set_input_delay [expr $clk_period * $clk_io_pct] -clock clk0 $non_clock_inputs
set_output_delay [expr $clk_period * $clk_io_pct] -clock clk0 [all_outputs]
==> run notes <==
### Outcome
- run status: finished, final reports clean

### Synth
- mean post-synth cell area: 8.53 sq um
- netlist area before placement: 2200 sq um
- Seq share, synth: 15.5%
- AND-OR/OR-AND share of the synthesized area: 21.4%
- number of enable-type register cells in the synthesized netlist: 0
- yosys cell count: 258
- synthesized chip area reported by yosys: 2200 sq um
- biggest combinational cell group after synthesis: adder cells
- Adders+Majority by Area: 26.8%
- FF+latch count, synth: 17
- ys async rst share: 0%
- Post-Synth Simple-Gate Area: 14.6%
- count of mapped cells out of synthesis: 258
- number of different library cells in the post-synthesis netlist: 49
- commonest register cell after synthesis: sky130_fd_sc_hd__dfxtp_1
- mux share of post-synthesis cell area: 5.00%
- area fraction in xor and xnor cells: 9.15%
- Yosys Warn Count: 1

### Clock tree
- CTS root buffer: sky130_fd_sc_hd__clkbuf_8
- Clock Sinks: 17
- maximum number of buffers from clock root to sink: 2
- hold bufs inserted after CTS: 0
- Clock transition at path regs: 0.06 ns
- CTS-repair resized insts: 0
- clock tree from TritonCTS: built
- clock buffer count from CTS: 3
- clock latency at the later pin of the worst-skew pair: 0.25 ns
- buffer count from post-CTS setup fixing: 0
- CTS H-tree depth: 1

### Worst setup path
- endpoint kind of the worst setup timing path: flop
- max incr delay on CP: 0.49 ns
- Largest delay share family, worst path: AND-OR/OR-AND gates
- arrival time at the worst endpoint: 6.55 ns
- CP max stage cell: sky130_fd_sc_hd__fa_1
- Critical Path, Cell by Cell: clkdlybuf4s50_1 -> ha_1 -> inv_1 -> fa_1 -> inv_1 -> ha_1 -> nor2b_1 -> o31a_1 -> o41a_1 -> a221oi_2 -> xnor2_1 -> ha_1 -> a21oi_1 -> o211ai_1 -> a21o_1 -> o21ai_0 -> a211oi_1 -> xnor2_1 -> o22ai_1
- Crit path buffers/inverters: 3
- Startpoint Class: input port
- WS Path Type: input port to flop
- cell with the most instances on the worst path: sky130_fd_sc_hd__ha_1
- worst-path maximum fanout: 5
- worst path required time: 10.13 ns

### Power
- Leakage: 1.27 nW
- ratio of total power to cell area: 176 nW/um^2
- post-layout total power: 0.000490 W
- maximum VDD drop: 0.0540 mV

### Routing
- via count: 1831
- residual antenna-violating net count after detailed routing: 0
- number of DRC markers after the initial detailed-route iteration: 76
- DR pass1 iterations: 4
- wire per inst: 10.4 um
- residual DRC count: 0
- mean number of vias per cell: 4.60
- routed wire length: 4.15 mm
- total inserted antenna cells: 0

### Die
- die area: 7680 sq um
- width of the die: 87.7 um
- core box area: 6940 sq um
- I/O pin count: 46
- fraction of the core area occupied by cells at floorplan: 31.7%
- die height: 87.7 um
- std cell rows: 30

### STA
- max_slew headroom: 62.5%
- clock period minus worst slack: 6.42 ns
- Setup TNS Final: 0 ns
- actual slew at the worst max-slew pin: 0.558 ns
- number of slew-limit violations in the final report: 0
- number of hold violations in the final report: 0
- post-route clock period utilization: 64.2%
- Setup violations, final: 0
- unrepaired setup endpoints after global routing: false
- Fmax achieved: 0.156 GHz
- maximum clock skew at final layout: 0 ns
- worst hold slack: 0.483 ns

### Final layout
- share of final-layout standard cells stronger than drive strength 1: 4.64%
- max reg flops: 17
- Synth-to-Final Area Change: 26.7%

### GRT
- maximum number of pins on one net before global-route repair: 28
- GR Overflow Total: 0
- global-route wire length before repair: 7.04 mm
- Total GRT Usage: 11.2%
- vias in the first global route: 1659
- number of antenna violations at the first check in global routing: 0

### Hold path
- path class of the lowest-slack min-delay path: flop to flop

### Flow run
- total tool warning count: 29
- tally of max-capacitance violations: 0

### Place
- dpl hpwl: 3.51 mm
- I/O Buffers: 45
- global placer's final weighted congestion: 0.843

## logic make-up (layout without fill, tap and decap cells)
logic type | after synthesis | after routing
and+or+nand+nor | 60 | 60
AOI/OAI and AO/OA | 65 | 65
xor gates and xnor gates | 23 | 23
buffers and inverters | 39 | 83
adders and majority gates | 43 | 43
muxes | 11 | 11
DFF | 17 | 17
## per-layer routing
layer	wire (um)	track usage (%)	vias up
met3	93	0.668	4
met2	1830	18.3	28
met5	0	0	-
li1	-	-	998
met1	2170	17.0	801
met4	60	1.94	0
## path summary, 6_finish.rpt
check	start	end	slack, ns	cells after the start
worst max-delay path	ek[3]	ik[16]	3.58	19
worst min-delay path	ik[16]	ik[16]	0.48	2
worst max register to register	ik[15]	ik[15]	9.06	2
worst min register to register	ik[16]	ik[16]	0.48	2
## report_power, final
part	leakage (nW)	total (W)	switching [W]	internal, W
sequential	0.140	0.0000974	0.00000990	0.0000875
clock	0.0255	0.0000495	0.0000219	0.0000276
combinational	1.11	0.000343	0.000166	0.000177
total	1.27	0.000490	0.000197	0.000292
## placed cells by master (no fill, tap or decap), drive strengths merged, types with 3 or more instances in the layout
cell type / n
a21oi: 15
clkdlybuf4s50: 45
nand2b: 5
inv: 32
xnor2: 16
a211oi: 7
fa: 7
o21a: 5
o21ai: 10
nand2: 12
clkbuf: 3
and3: 4
xor2: 7
o21bai: 4
nor2: 21
ha: 36
a21o: 10
nor4: 3
dfxtp: 17
nor3b: 3
mux2i: 11
## metrics by stage
| stage | utilization, % | worst slack [ns] | cells | area [sq um] |
|---|---|---|---|---|
| 5_1_grt | 40.1 | 3.26 | 398 | 2790 |
| 3_3_place_gp | 39.5 | 3.32 | 394 | 2740 |
| 3_5_place_dp | 39.5 | 3.34 | 394 | 2740 |
| 6_report | 40.1 | 3.58 | 398 | 2790 |
| 2_1_floorplan | - | 4.21 | 258 | 2200 |
| 4_1_cts | 40.1 | 3.57 | 398 | 2790 |
## worst min-delay path, delay by kind of cell, from the launching register on
kind            cells  cell delay [ns]
compound gates      1             0.07
simple gates        1             0.06
flops               1             0.31
## cell usage after synthesis, types with 2 or more instances
cell type                   n  area (sq um)
sky130_fd_sc_hd__inv_1     32           120
sky130_fd_sc_hd__a21oi_1   15          75.1
sky130_fd_sc_hd__nor4_1     2          12.5
sky130_fd_sc_hd__nor3b_1    3          22.5
sky130_fd_sc_hd__clkbuf_1   3          11.3
sky130_fd_sc_hd__and3_1     3          18.8
sky130_fd_sc_hd__nor3_1     2          10.0
sky130_fd_sc_hd__a31oi_1    2          12.5
sky130_fd_sc_hd__a21o_1     8          60.1
sky130_fd_sc_hd__xnor2_1   16           140
sky130_fd_sc_hd__o21a_1     5          37.5
sky130_fd_sc_hd__nor2_1    21          78.8
sky130_fd_sc_hd__dfxtp_1   17           340
sky130_fd_sc_hd__a211oi_1   7          52.6
sky130_fd_sc_hd__nand2b_1   5          31.3
sky130_fd_sc_hd__nand2_1   12          45.0
sky130_fd_sc_hd__o21bai_1   4          30.0
sky130_fd_sc_hd__fa_1       7           140
sky130_fd_sc_hd__nand3_1    2          10.0
sky130_fd_sc_hd__o21ai_0    9          45.0
sky130_fd_sc_hd__o22ai_1    2          12.5
sky130_fd_sc_hd__nor4b_1    2          17.5
sky130_fd_sc_hd__nor2b_1    2          12.5
sky130_fd_sc_hd__xor2_1     7          61.3
sky130_fd_sc_hd__mux2i_1   11           110
sky130_fd_sc_hd__ha_1      36           450
## layout make-up
cell class | count | area, sq um
clock buffers | 3 | 41.3
clock inverters | 1 | 5.00
fillers | 689 | 4160
inverters | 32 | 120
multi-input cells | 202 | 1700
flip-flops and latches | 17 | 340
well taps | 96 | 120
repair buffers | 47 | 465
Power figures rest on the tool's default switching activity, not on a simulated workload.
