==> design.v <==
`timescale 1ns / 1ps
module dk_compute(clk, rst, compute, yk, yk1, dk);
	input clk, rst, compute;             
	input signed [8:0] yk, yk1;          
	output reg [18:0] dk;               
localparam signed [9:0] KD = 10'd300;   
always @ (posedge clk)
	if (rst)
		dk = 19'b0;
	else begin
		if (compute)
			dk = (KD * (yk - yk1));        
		else
			dk = dk;                       
	end
endmodule
==> run.sh <==
#!/bin/bash
# OpenROAD 26Q1-2900-gdf79404cd8, Yosys 0.63+post, stock flow scripts
make -C /OpenROAD-flow-scripts/flow DESIGN_CONFIG=/design/flow/config.mk WORK_HOME=/design/flow/orfs finish
==> config.mk <==
export PLATFORM = sky130hd
export DESIGN_NAME = dk_compute
export DESIGN_NICKNAME = dk_compute
export VERILOG_FILES = /design/flow/design.v
export SDC_FILE = /design/flow/constraint.sdc
export NUM_CORES = 4
export LEC_CHECK = 1
export CORE_UTILIZATION = 50
==> constraint.sdc <==
current_design dk_compute

set clk_period 15.9
set clk_io_pct 0.2

create_clock -name clk0 -period $clk_period [get_ports {clk}]

set non_clock_inputs [all_inputs -no_clocks]
set_input_delay [expr $clk_period * $clk_io_pct] -clock clk0 $non_clock_inputs
set_output_delay [expr $clk_period * $clk_io_pct] -clock clk0 [all_outputs]
==> GITHUB_STEP_SUMMARY <==
## Synthesis and layout report

| Metric | Value |
|---|---|
| CTS H-tree depth | `1` |
| Cell Type Count | `~54` |
| Post-CTS resize count | `0` |
| DRT Pass-1 Iters | `4` |
| Syn-to-layout area delta | `18.5%` |
| # IOs | `40` |
| GRT overflow | `0` |
| PwrDens | `around 210 nW/um2` |
| Least-Margin Pin Slew | `0.601 ns` |
| Post-CTS Setup Bufs | `0` |
| Dominant flop cell | `dfxtp_1` |
| Slew headroom | `around 60%` |
| Ant. Diodes | `0` |
| GP Congestion | `0.860` |
| Switching power | `approximately 320 uW` |
| FP Util | `53.3%` |
| Seq/Total Area, Yosys | `about an eighth` |
| Crit Path Class | `input port to flip-flop` |
| Top area contributor share | `between 20% and 30%` |
| WHS | `0.452 ns` |
| Clock Skews | `0 ns` |
| Synth flops | `17` |
| YS chip area | `2590 um2` |
| Min-Delay Path Class | `flip-flop to flip-flop` |
| Port Buffers | `37` |
| GRT Total Usage | `18.4%` |
| Logic gate share of total power | `roughly 85%` |
| Die height | `between 70 and 80 um` |
| Largest net degree at the start of global routing | `25` |
| Vias in the first global route | `1791` |
| Maximum clock frequency | `approximately 130 MHz` |
| Syn avg cell area | `8.37 um2` |
| Via count | `between 2000 and 2500` |
| Drt first-iter violations | `~130` |
| Cell count after synthesis | `309` |
| Count of library flops with an enable pin | `0` |
| CTS Buf Count | `3` |
| Hold Violations, Final | `0` |
| Final Max Slew Viols | `0` |
| Pint | `322 uW` |
| Max Cap Viol | `0` |
| Routed len/inst | `11.1 um` |
| Tool warnings | `28` |
| # setup viols final | `0` |
| # rows | `25` |
| Ys async rst share | `0%` |
| CTS max path bufs | `2` |
| Layout cells sized above 1 | `3.77%` |
| Post-DP HPWL | `3880 um` |
| Peak supply drop | `around 0.14 mV` |
| Vias/cell | `5.13` |
| Post-route setup TNS | `0 ns` |
| Yosys cell count | `about 310` |
| Ys Warns | `1` |
| Yosys top cell by instances | `inv_1` |
| Worst Setup End Kind | `flip-flop` |
| Min cycle time layout | `7.87 ns` |
| Dpl cells | `408` |
| Share of power burned in registers | `9.7%` |
| Max reg flops | `17` |
| Outcome | `complete, no violations` |
| CTS sink cnt | `17` |
| Mapped Area | `2590 um2` |
| Reg clk slew, reported paths | `0.08 ns` |
| First-pass GRT wire length | `between 7000 and 8000 um` |
| Final Cycle Share | `49.5%` |
| Switching fraction of total power | `50.0%` |
| Leak Pwr | `around 1.5 nW` |
| Drc violations | `0` |
| Initial antenna violation count | `0` |
| Critical path arrival | `approximately 8 ns` |
| Die width | `73.9 um` |
| CTS tree | `done` |
| Die ar. | `5460 um2` |
| Finished Cell Area | `around 3000 um2` |
| Worst Setup Start Kind | `input port` |
| Clock power share | `5.3%` |
| DRT Wirelength | `4560 um` |
| Clk latency of the worst-skew pair | `~0.26 ns` |
| Commonest cells post-synth | `inv_1, ha_1, nor2_1, fa_1, dfxtp_1` |
| Worst-path maximum fanout | `6` |
| CTS Root Cell | `clkbuf_8` |
| Placed cell area | `3020 um2` |
| CTS Hold Bufs | `0` |
| Core ar. | `roughly 4800 um2` |
| Crit path DRT | `16.06 ns` |
| Final cell count without fillers | `412` |
| Yosys top cell by area | `ha_1` |
| Final ANT Viol Nets | `0` |
| Top cells by area | `ha_1, fa_1, dfxtp_1` |
| RSZ-0062 raised after global routing | `false` |
-- metal layers --
layer	wire [um]	track usage [%]	up-vias
li1	-	-	1105
met2	1870	27.2	35
met5	0	0	-
met1	2470	30.9	971
met4	39	1.50	0
met3	180	1.66	4
-- cell usage in the layout (no fill, tap or decap), types with 2 or more instances in the layout --
cell,count
nand2b_1,2
o21bai_1,2
clkdlybuf4s50_1,37
a211o_1,3
nor2b_1,5
o31a_1,2
o21a_1,5
nor3_1,4
ha_1,50
o21ai_1,5
dfxtp_1,17
fa_1,18
a21oi_1,15
or3_1,4
conb_1,2
xnor2_1,10
nand2_1,11
mux2i_1,7
a211oi_1,4
clkbuf_8,3
nor2_1,27
o21ai_0,5
nor3b_1,3
o22ai_1,2
a21o_1,3
xor2_1,3
nand4_1,3
inv_1,67
-- critical path: stages --
cell,delay [ns]
clkdlybuf4s50_1,0.45
inv_1,0.04
ha_1,0.21
fa_1,0.41
nor2b_1,0.13
o21ai_1,0.08
a21oi_1,0.20
o41a_1,0.22
xor2_1,0.28
ha_1,0.32
fa_1,0.54
inv_1,0.06
fa_1,0.53
inv_1,0.04
ha_1,0.37
a211o_1,0.35
o21ai_1,0.25
nand2_1,0.09
a221o_1,0.29
-- cell type report --
type	count	area, um2
fill	430	1780
sequential	17	340
multi-input combinational	219	1960
clock inverter	1	7.51
clock buffer	3	41.3
inverter	67	251
timing repair buffer	38	378
tap	67	83.8
-- per-stage QoR --
step	power (mW)	utilization [%]	worst slack, ns
final	0.644	63.2	8.03
after global routing	0.733	63.2	7.71
after CTS	0.650	63.2	8.01
after detailed placement	0.606	62.2	7.73
after global placement	0.614	62.2	7.70
after floorplan	0.492	-	8.59
-- final timing paths --
kind | from | to | slack, ns | cells after the start
setup / recovery | yk[0] | dk[14] | 8.03 | 19
hold / removal | dk[15] | dk[15] | 0.45 | 2
setup reg to reg | dk[10] | dk[10] | 15.04 | 2
hold reg to reg | dk[15] | dk[15] | 0.45 | 2
-- cell families (layout without fill, tap and decap cells) --
logic type	Yosys count	after routing	synth area share (%)
buffers and inverters	74	109	11.1
adder cells (fa/ha/maj)	68	68	38.1
AND/OR/NAND/NOR	67	67	12.9
AND-OR/OR-AND	61	61	17.1
flip-flops	17	17	13.2
XOR/XNOR	13	13	4.40
multiplexers	8	8	3.14
other	1	2	0.145
-- power groups by stage --
stage / combinational [mW] / clock [mW] / sequential [mW]
after CTS: 0.551 / 0.0363 / 0.0627
after global routing: 0.631 / 0.0372 / 0.0642
final: 0.547 / 0.0344 / 0.0626
Power figures rest on the tool's default switching activity, not on a simulated workload.
